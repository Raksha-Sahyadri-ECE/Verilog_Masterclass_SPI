**flow/run.sh**
```bash
#!/bin/bash
# OpenROAD 26Q1-2900-gdf79404cd8, Yosys 0.63+post, stock flow scripts
make -C /OpenROAD-flow-scripts/flow DESIGN_CONFIG=/design/flow/config.mk WORK_HOME=/design/flow/orfs finish
```
**flow/constraint.sdc**
```tcl
current_design spi

set clk_period 3.9
set clk_io_pct 0.2

create_clock -name clk0 -period $clk_period [get_ports {clk}]

set non_clock_inputs [all_inputs -no_clocks]
set_input_delay [expr $clk_period * $clk_io_pct] -clock clk0 $non_clock_inputs
set_output_delay [expr $clk_period * $clk_io_pct] -clock clk0 [all_outputs]
```
**flow/config.mk**
```make
export PLATFORM = sky130hd
export DESIGN_NAME = spi
export DESIGN_NICKNAME = spi
export VERILOG_FILES = /design/flow/design.v
export SDC_FILE = /design/flow/constraint.sdc
export NUM_CORES = 4
export LEC_CHECK = 1
export CORE_AREA = 10 10 98 98
export DIE_AREA = 0 0 108 108
```
**flow/design.v**
```verilog
module spi (
    input clk,                    
    input reset,                  
    input [7:0] data_in,          
    input load_data,              
    output reg done_send,         
    output spi_clk,               
    output reg spi_data           
);
    reg [2:0] counter;
    reg clock_10;
    reg CE;
    assign spi_clk = CE ? clock_10 : 1'b0;
    reg [1:0] state;
    parameter IDLE = 2'd0, SEND = 2'd1;
    reg [7:0] shiftReg;
    reg [2:0] bitCount;
    always @(posedge clk) begin
        if (reset) begin
            counter <= 0;
            clock_10 <= 0;
        end else begin
            if (counter < 4)
                counter <= counter + 1;
            else begin
                counter <= 0;
                clock_10 <= ~clock_10;
            end
        end
    end
    always @(posedge clk) begin
        if (reset) begin
            state <= IDLE;
            done_send <= 0;
            spi_data <= 1;
            CE <= 0;
            bitCount <= 0;
        end else begin
            case (state)
                IDLE: begin
                    done_send <= 0;
                    CE <= 0;
                    if (load_data) begin
                        shiftReg <= data_in;
                        bitCount <= 0;
                        state <= SEND;
                    end
                end
                SEND: begin
                    CE <= 1;
                    if (clock_10) begin
                        spi_data <= shiftReg[7];
                        shiftReg <= {shiftReg[6:0], 1'b0};
                        if (bitCount < 7)
                            bitCount <= bitCount + 1;
                        else begin
                            CE <= 0;
                            done_send <= 1;
                            state <= IDLE;
                        end
                    end
                end
            endcase
        end
    end
endmodule
```
==> CHANGELOG.md <==
### Changed

* Crit Path Category: reg -> out
* Main logic family after synthesis: simple AND/OR/NAND/NOR gates
* Final tally of hold violations at 0
* Area fraction in mux cells at 11.6%
* # Post-CTS Setup Buffers at 0
* Crit. End Element: primary output
* Yosys simple share at 13.8%
* Worst hold slack at 0.436 ns
* Max Cap Viol at 0
* Net Sw Power at 0.0862 mW
* Least-Margin Pin Slew at 0.730 ns
* Layout Utilization at 15.0%
* Final instance area at around 1100 sq um
* Pre-CTS WS at 1.70 ns
* DP Area at around 1100 sq um
* DR vias/cell at 3.16
* Async SR Flop Fraction at 0%
* Compound-cell area share of the yosys netlist at 10.2%
* Lkg Pwr at 0.369 nW
* Worst VDD drop at between 0.0001 and 0.00015 V
* Int Power at around 0.34 mW
* Max Fclk at approximately 450 MHz
* Post-DP HPWL at 1260 microns
* Ys cells at 73
* Detailed Route Iter0 Violations at 39
* Clock Path Buffers at 2
* H-Tree Depth at 1
* Vias in the first global route at 569
* Non-filler cells, final at 189
* Die Ht at 108 microns
* Initial antenna violation count at 0
* Pwr/cell area at approximately 370 nW/um^2
* Ys flop type: dfxtp_1
* Area grow syn2layout at 33.6%
* Final setup viols at 0
* Global placer's final weighted congestion at roughly 0.82
* Crit-path max FO at 9
* Share of layout cells above drive strength 1 at under 10%
* Final Skew at about 0.001 ns
* Final setup margin at 1.67 ns
* Vias at 598
* Port Buf Inserts at 13
* Clock sinks at 20
* Post_cts resized at 0
* Floorplan utilization at 11.2%
* Drt drc at 0
* Final ANT Viol Nets at 0
* Min Tclk post-route at 2.23 ns
* Synth Area in Adders at 2.91%
* Final WL at 1680 microns
* Clk network pwr share at 35.8%
* Slew HR at around half
* First-pass GRT wire length at 2700 microns
* # rows at 32
* Clock-pin slew on the worst setup and hold paths at approximately 0.070 ns
* Total CTS buffers at 3
* Xor+xnor area frac at 1.02%
* GRT overflow at 0
* Crit path arrival time at 1.45 ns
* TritonCTS clock tree: yes
* Outcome: complete, no violations
* Sw Share at between 20% and 30%
* Post-synth seq share at 55.9%
* RSZ-0062 raised after global routing: no
* Largest net degree at the start of global routing at 21
* Worst skew pair latency at 0.25 ns
* Inst Count DP at 185
* Comb power frac at roughly 8.3%
* Yosys warns at 1
* Die width at 108 microns
* Min-delay worst type: reg -> reg
* Routed len/inst at 8.89 microns
* Crit path launch type: register
* Die area at 11700 sq um
* Slew Limit Fails at 0
* Mean post-synth cell area at 11.8 sq um
* Post-layout power at 0.427 mW
* Synthesized flop and latch total at 20
* Distinct lib cells used at 32
* Core area at ~7600 sq um
* Hold_buf cts at 0
* DR pass1 iterations at 4
* EDFF count, synth at 8
* CTS Root Cell: clkbuf_8
* Setup TNS at 0 ns
* Cycle use final at 57.2%
* Crit path DRT at around 3.1 ns
* Tally of OpenROAD warnings at 25
* Reg power frac at a little under three fifths
* Yosys chip area at 860 sq um
* Gate Count Post-Synth at approximately 73
* # diodes at 0
* Synthesized cell area at ~860 sq um
* Total GRT Usage at ~2.8%
* I/O pin cnt at 14
[power groups by stage]
stage	sequential [mW]	combinational [mW]	clock, mW
after CTS	0.239	0.0358	0.158
after global routing	0.240	0.0389	0.171
final	0.239	0.0353	0.153
[critical path, stage by stage (launching register included)]
cell and delay [ns]:
dfxtp_1 0.52, and2_1 0.19, clkdlybuf4s50_1 0.49
[worst paths after layout]
kind | from | end | slack, ns | cells after the start
hold reg to reg | counter[0]$_SDFF_PP0_ | counter[0]$_SDFF_PP0_ | 0.44 | 1
setup reg to reg | state[1]$_DFF_P_ | bitCount[1]$_SDFFE_PP0P_ | 2.14 | 3
hold / removal | counter[0]$_SDFF_PP0_ | counter[0]$_SDFF_PP0_ | 0.44 | 1
setup / recovery | clock_10$_SDFFE_PP0P_ | spi_clk | 1.67 | 2
[area by class of cell]
type,count,area (sq um)
fill,842,6500
sequential,20,480
multi-input combinational,47,340
timing repair buffer,14,138
tap,102,128
clock buffer,4,55.1
inverter,2,7.51
[layer usage]
layer	part of all wire, %	vias up	routed length (microns)	GRT usage [%]
met5	0	-	0	0
met4	3.9	0	66	1.05
met3	4.1	4	69	0.422
met2	45	14	755	4.61
met1	47	284	789	3.49
li1	-	296	-	-
[flip-flops by register name, summed over array words and instances (netlist names)]
| register | cells |
|---|---|
| CE | 1 |
| bitCount | 3 |
| clock_10 | 1 |
| counter | 3 |
| done_send | 1 |
| shiftReg | 8 |
| spi_data | 1 |
| state | 2 |
[cells by family (layout without fill, tap and decap cells)]
logic type / Yosys count / in the layout
AND-OR/OR-AND: 14 / 14
XOR/XNOR: 1 / 1
flip-flops: 20 / 20
buffers and inverters: 6 / 20
AND/OR/NAND/NOR: 21 / 21
adder cells (fa/ha/maj): 2 / 2
multiplexers: 9 / 9
[layout by cell type (no fill, tap or decap)]
master	instances
a311oi_1	1
nand3_1	2
nand2_1	5
buf_4	1
clkdlybuf4s50_1	13
inv_1	2
edfxtp_1	8
xnor2_1	1
dfxtp_1	12
a21oi_1	4
ha_1	2
a21boi_0	1
mux2i_1	1
a31oi_1	2
a311o_1	1
o21ai_0	3
o2111ai_1	1
nand3b_1	1
mux2_1	7
nand2b_1	1
or4_1	1
nor3_1	2
nor3b_1	2
mux2_2	1
nor2b_1	2
o21ai_1	1
nand4_1	1
and2_1	1
nor2_1	2
and3_4	1
clkbuf_8	4
[cells in the mapped netlist, drive strengths merged (2+ instances only)]
master  count  share of area (%)
mux2        8                 10
nor3        2                1.2
nor3b       2                1.7
nor2        2               0.87
edfxtp      8                 28
nand3       2                1.2
ha          2                2.9
inv         2               0.87
nor2b       2                1.5
a21oi       4                2.3
dfxtp      12                 28
nand2       5                2.2
o21ai       4                2.3
buf         3                2.8
a31oi       2                1.5
Power figures rest on the tool's default switching activity, not on a simulated workload.
